File: flow/config.mk
export PLATFORM = sky130hd
export DESIGN_NAME = multiplexer
export DESIGN_NICKNAME = multiplexer
export VERILOG_FILES = /design/flow/design.v
export SDC_FILE = /design/flow/constraint.sdc
export NUM_CORES = 4
export LEC_CHECK = 1
export CORE_AREA = 10 10 70 70
export DIE_AREA = 0 0 80 80
File: flow/constraint.sdc
current_design multiplexer

set clk_period 1.0
set clk_io_pct 0.2

create_clock -name clk0 -period $clk_period

set non_clock_inputs [all_inputs -no_clocks]
set_input_delay [expr $clk_period * $clk_io_pct] -clock clk0 $non_clock_inputs
set_output_delay [expr $clk_period * $clk_io_pct] -clock clk0 [all_outputs]
File: flow/design.v
module multiplexer (
    input [31:0] d0, d1,
    input s,
    output [31:0] y
);
    assign y = s? d1 : d0;
endmodule
File: flow/run.sh
#!/bin/bash
# OpenROAD 26Q1-2900-gdf79404cd8, Yosys 0.63+post, stock flow scripts
make -C /OpenROAD-flow-scripts/flow DESIGN_CONFIG=/design/flow/config.mk WORK_HOME=/design/flow/orfs finish
==> flow_summary.html <==
<h2>Implementation results</h2>
<table>
<tr><th>Metric</th><th>Value</th></tr>
<tr><th colspan="2">Worst setup path</th></tr>
<tr><td>Maximum fanout encountered on the critical timing path</td><td>6</td></tr>
<tr><td>CP endpoint kind</td><td>primary output</td></tr>
<tr><td>Critical path data required time</td><td>0.80 ns</td></tr>
<tr><td>Critical Path Start</td><td>s</td></tr>
<tr><td>Endpoint arrival time on the critical path</td><td>0.90 ns</td></tr>
<tr><td>Peak per-stage delay on the critical path</td><td>0.30 ns</td></tr>
<tr><td>Number of buffer and inverter instances along the worst setup path</td><td>3</td></tr>
<tr><td>Kind of cell with the highest combined delay on the critical path</td><td>buffers and inverters</td></tr>
<tr><td>Worst Path Class, Setup</td><td>in2out</td></tr>
<tr><td>Chain of cells forming the critical path</td><td>buf_16 &gt; clkbuf_16 &gt; mux2_4 &gt; buf_6</td></tr>
<tr><td>Slowest-stage cell, CP</td><td>sky130_fd_sc_hd__mux2_4</td></tr>
<tr><td>Startpoint kind of the worst setup timing path</td><td>input pin</td></tr>
<tr><th colspan="2">Global routing</th></tr>
<tr><td>Global-route met2 utilization</td><td>13.9%</td></tr>
<tr><td>Number of antenna violations at the first check in global routing</td><td>0</td></tr>
<tr><td>Met1 Resource Use GR</td><td>between 10% and 20%</td></tr>
<tr><td>Pin count of the biggest net entering global routing</td><td>10</td></tr>
<tr><td>Number of global-route vias before repair</td><td>811</td></tr>
<tr><td>Overall global routing resource usage</td><td>8.29%</td></tr>
<tr><td>Remaining Overflow, GRT</td><td>0</td></tr>
<tr><td>Busiest grt layer</td><td>met2</td></tr>
<tr><td>First-pass GRT wire length</td><td>4310 µm</td></tr>
<tr><td>Global-route met3 utilization</td><td>2.50%</td></tr>
<tr><th colspan="2">Yosys</th></tr>
<tr><td>Count of unique library cells instantiated by Yosys</td><td>4</td></tr>
<tr><td>Area contributors post-synth</td><td>sky130_fd_sc_hd__mux2_4, sky130_fd_sc_hd__buf_12, sky130_fd_sc_hd__mux2_2</td></tr>
<tr><td>Area fraction of the dominant cell type after synthesis</td><td>a little over 80%</td></tr>
<tr><td>Library cell with the largest summed area after synthesis</td><td>sky130_fd_sc_hd__mux2_4</td></tr>
<tr><td>Synth warn</td><td>0</td></tr>
<tr><td>Register share after synthesis</td><td>0%</td></tr>
<tr><td>Synthesis area per yosys</td><td>544 µm²</td></tr>
<tr><td>Most frequent cells after synthesis</td><td>sky130_fd_sc_hd__mux2_4, sky130_fd_sc_hd__buf_12, sky130_fd_sc_hd__mux2_2</td></tr>
<tr><td>Cell Area, Synth</td><td>544 µm²</td></tr>
<tr><td>Cell count in the Yosys report</td><td>36</td></tr>
<tr><td>Most used standard cell by instance count after synthesis</td><td>sky130_fd_sc_hd__mux2_4</td></tr>
<tr><td>Post-Synthesis Cells</td><td>36</td></tr>
<tr><td>Synthesized area per cell</td><td>about 15 µm²</td></tr>
<tr><th colspan="2">STA</th></tr>
<tr><td>Period utilization</td><td>110%</td></tr>
<tr><td>Fin worst setup slack</td><td>-0.101 ns</td></tr>
<tr><td>Final setup vio count</td><td>32</td></tr>
<tr><td>Setup repair after global routing missed its margin</td><td>yes</td></tr>
<tr><td>Number of max-slew violations in the final report</td><td>0</td></tr>
<tr><td>Final Hold Violating Endpoints</td><td>0</td></tr>
<tr><td>Final sum of negative setup slack</td><td>-2.64 ns</td></tr>
<tr><td>Fmax achieved</td><td>0.908 GHz</td></tr>
<tr><td>Transition time at the pin with the least slew margin</td><td>between 0.09 and 0.1 ns</td></tr>
<tr><td>Worst relative slew slack</td><td>93.4%</td></tr>
<tr><td>Clock period minus worst slack</td><td>roughly 1.1 ns</td></tr>
<tr><th colspan="2">Cells and area</th></tr>
<tr><td>Area added between synthesis and finish</td><td>188%</td></tr>
<tr><td>Share of post-route cells with drive strength above 1</td><td>52.6%</td></tr>
<tr><td>Fill cell instance count of the final layout</td><td>roughly 340</td></tr>
<tr><td>Area taken by flip-flops and latches</td><td>0 µm²</td></tr>
<tr><td>Clk_buf instances</td><td>0</td></tr>
<tr><td>Final Util</td><td>45.8%</td></tr>
<tr><td>Seq Cell Count</td><td>0</td></tr>
<tr><th colspan="2">Floorplan</th></tr>
<tr><td>Area inside the core boundary</td><td>3420 µm²</td></tr>
<tr><td>Die Span X</td><td>approximately 80 µm</td></tr>
<tr><td>Number of placement rows</td><td>21</td></tr>
<tr><td># IOs</td><td>97</td></tr>
<tr><td>Die Y-Extent</td><td>roughly 80 µm</td></tr>
<tr><td>Floorplan core density</td><td>15.9%</td></tr>
<tr><td>Die Footprint</td><td>6400 µm²</td></tr>
<tr><th colspan="2">Drt</th></tr>
<tr><td>Number of design-rule violations left by the first detailed-router iteration</td><td>3</td></tr>
<tr><td>Final ANT Viol Nets</td><td>0</td></tr>
<tr><td>Antenna cells</td><td>0</td></tr>
<tr><td>WL per Instance</td><td>16.1 µm</td></tr>
<tr><td>Post-detailed-route DRC marker count</td><td>0</td></tr>
<tr><td>Ratio of routed vias to standard cells</td><td>3.98</td></tr>
<tr><td>Number of detailed-route iterations in the first pass</td><td>2</td></tr>
<tr><td>Post-Route WL</td><td>2920 µm</td></tr>
<tr><td>Vias after detailed routing</td><td>720</td></tr>
<tr><th colspan="2">Placement</th></tr>
<tr><td>Half-perimeter wire length after placement</td><td>2410 µm</td></tr>
<tr><td>Port buffer count</td><td>97</td></tr>
<tr><td>Last weighted congestion value of the routability-driven placer</td><td>0.760</td></tr>
<tr><th colspan="2">Power</th></tr>
<tr><td>VDD IR-drop max</td><td>~190 µV</td></tr>
<tr><td>Sum of internal, switching and leakage power</td><td>0.616 mW</td></tr>
<tr><td>Pwr/cell area</td><td>394 nW/µm²</td></tr>
<tr><td>Leakage power figure</td><td>about 0.85 nW</td></tr>
<tr><th colspan="2">Outcome</th></tr>
<tr><td>Violations in the final reports</td><td>negative setup slack</td></tr>
<tr><td>Status</td><td>finished with violations</td></tr>
<tr><th colspan="2">Clock tree</th></tr>
<tr><td>Setup fix buffers added after clock tree synthesis</td><td>0</td></tr>
<tr><th colspan="2">Min path</th></tr>
<tr><td>Start point of the worst min-delay path</td><td>d0[25]</td></tr>
<tr><td>Path type of the worst min-delay path</td><td>in2out</td></tr>
<tr><th colspan="2">Run</th></tr>
<tr><td>OpenROAD warnings</td><td>34</td></tr>
<tr><td>Max Cap Violations</td><td>0</td></tr>
</table>
report_power, final:
group          internal (mW)  switching (mW)
Combinational          0.478           0.138
Clock                      0               0
Sequential                 0               0
Total                  0.478           0.138
cells by family (layout without fill, tap and decap cells):
family | after synthesis | count (layout) | synth area share, %
muxes | 32 | 32 | 86.9
buffers and inverters | 4 | 103 | 13.1
through the flow:
step	setup WS, ns	hold WS [ns]	area, µm²	std cells
floorplan	0.0669	0.498	544	36
global placement	-0.492	1.33	1540	177
detailed placement	-0.496	1.33	1540	177
CTS	-0.0918	0.800	1500	180
global route	-0.110	0.807	1570	181
finish	-0.101	0.794	1570	181
repair_timing:
item | 4_1_cts | 5_1_grt
cloned | 3 | 1
pin swaps | 0 | 0
resized | 186 | 6
setup endpoints to repair | 32 | 32
hold buffers | 0 | 0
final cells by class:
| cell class | instances | area, µm² | share of cell area (%) |
|---|---|---|---|
| multi-input cells | 32 | 480 | 30.7 |
| repair buffers | 103 | 1030 | 65.6 |
| well taps | 46 | 57.6 | 3.68 |
worst paths after layout:
path / depth (start not counted) / to
setup / recovery: 4 / y[26]
hold / removal: 3 / y[25]
cells in the final DEF (no fill, tap or decap), drive strengths merged:
cell         instances
buf                 38
clkbuf               1
dlygate4sd2         64
mux2                32
layer usage:
metal | routed length (µm) | vias to the layer above | share of wire, %
li1 | - | 342 | -
met1 | 1190 | 323 | 41
met2 | 1430 | 53 | 49
met3 | 278 | 2 | 9.5
met4 | 21 | 0 | 0.72
met5 | 0 | - | 0
Power figures rest on the tool's default switching activity, not on a simulated workload.
